--- ./config.mk ---
export PLATFORM = sky130hd
export DESIGN_NAME = serial_mul_4x4
export DESIGN_NICKNAME = serial_mul_4x4
export VERILOG_FILES = /design/flow/design.v
export SDC_FILE = /design/flow/constraint.sdc
export NUM_CORES = 4
export LEC_CHECK = 1
export CORE_AREA = 10 10 70 70
export DIE_AREA = 0 0 80 80
--- ./design.v ---
`timescale 1ns / 1ps
module serial_mul_4x4(
    input clock,
    input reset,
    input inp1,
    input [3:0] inp2,
    output outp
    );
	 reg	inp1_regc1;
	 reg 	inp1_regc2;
	 reg  inp1_regc3;
	 reg	carryin0;
	 reg	carryin1;
	 reg	carryin2;
	 wire carryout0;
	 wire carryout1;
	 wire carryout2;
	 wire sumout0;
	 wire sumout1;
	 wire sumout2;
	 reg	[3:0]	par_prods;
	 wire p0_rst	=	reset & inp2[0];
	 wire p1_rst	=	reset & inp2[1];
	 wire p2_rst	=	reset & inp2[2];
	 wire p3_rst	=	reset & inp2[3];
	 always @(posedge clock or negedge p0_rst)
	 begin
		if(p0_rst == 0)
			par_prods[0]	<=	4'b0000;
		else
			par_prods[0]	<=	inp1;
	 end
	 always @(posedge clock or negedge p1_rst)
	 begin
		if(p1_rst == 0)
			par_prods[1]	<=	4'b0000;
		else
			par_prods[1]	<=	inp1_regc1;
	 end
	 always @(posedge clock or negedge p2_rst)
	 begin
		if(p2_rst == 0)
			par_prods[2]	<=	4'b0000;
		else
			par_prods[2]	<=	inp1_regc2;
	 end
	 always @(posedge clock or negedge p3_rst)
	 begin
		if(p3_rst == 0)
			par_prods[3]	<=	4'b0000;
		else
			par_prods[3]	<=	inp1_regc3;
	 end
	 always @(posedge clock or negedge reset)
	 begin
		if(reset == 0)
		begin
			inp1_regc1	<=	0;
			inp1_regc2	<=	0;
			inp1_regc3	<=	0;
		end
		else
		begin
			inp1_regc1	<=	inp1;
			inp1_regc2	<=	inp1_regc1;
			inp1_regc3	<=	inp1_regc2;
		end
	 end
	 full_adder fa0(par_prods[0], par_prods[1], carryin0, sumout0, carryout0);
	 full_adder fa1(par_prods[2], par_prods[3], carryin1, sumout1, carryout1);
	 full_adder fa2(sumout0, sumout1,           carryin2, sumout2, carryout2);
	 assign outp	=	sumout2;
	 always @(posedge clock or negedge reset)
	 begin
		if(reset == 0)
		begin
			carryin0	<=	0;
			carryin1	<=	0;
			carryin2	<=	0;
		end
		else
		begin
			carryin0	<= carryout0;
			carryin1	<= carryout1;
			carryin2	<= carryout2;
		end
	 end
endmodule
module full_adder( input a,
						 input b,
						 input cin,
						 output s,
						 output cout);
	assign	s		=	a ^ b ^ cin;
	assign   cout	=	(a & b) | (b & cin) | (cin & a);
endmodule
--- ./run.sh ---
#!/bin/bash
# OpenROAD 26Q1-2900-gdf79404cd8, Yosys 0.63+post, stock flow scripts
make -C /OpenROAD-flow-scripts/flow DESIGN_CONFIG=/design/flow/config.mk WORK_HOME=/design/flow/orfs finish
--- ./constraint.sdc ---
current_design serial_mul_4x4

set clk_period 2.7
set clk_io_pct 0.2

create_clock -name clk0 -period $clk_period [get_ports {clock}]

set non_clock_inputs [all_inputs -no_clocks]
set_input_delay [expr $clk_period * $clk_io_pct] -clock clk0 $non_clock_inputs
set_output_delay [expr $clk_period * $clk_io_pct] -clock clk0 [all_outputs]
==> flow_metrics.tcl <==
# place-and-route summary
set metrics [dict create \
    place_hpwl_microns 392 \
    cp.required_ns 2.16 \
    rr_worst_depth 4 \
    ys_area_sq_um 365 \
    grt_pass1_vias 201 \
    vdd_ir_drop_max_mv 0.269 \
    synth_area_per_cell_sq_um 14.6 \
    n_fill_cell 393 \
    drtAntennaViolNets 0 \
    diodes 0 \
    synth_top_area_share 0.685 \
    finalNonFillerCells 81 \
    grt_max_degree 11 \
    place.port_buffers 7 \
    register_area_sq_um 250 \
    seqPwrFrac 0.534 \
    clk_pin_slew_worst_paths_ns 0.05 \
    cp.buffers_inverters 3 \
    wirelength_microns 447 \
    p_sw_frac 0.214 \
    cts_tree "done" \
    crit_top_cell "fa_1" \
    die_w_microns 80 \
    outcome "completed" \
    max_slew_margin 0.756 \
    postCtsSetupRepairBufs 0 \
    grt_usage 0.0164 \
    gp_congestion 0.660 \
    place_area_sq_um 493 \
    dr.pass1.iters 2 \
    grt_pass1_wl_microns 814 \
    drive_gt1_frac 0.114 \
    yosysWarnings 1 \
    total_power_mw 0.315 \
    largest_area_cell "dfrtp_1" \
    logic_area_sq_um 85.1 \
    post-route-min-period_ns 2.49 \
    synth_cells 25 \
    p_leak_nw 0.236 \
    post_drt_wl_per_cell_microns 5.52 \
    vias 178 \
    reg2reg_to "carryin2$_DFF_PN0_" \
    fin_crit_sh 0.921 \
    dieArea_sq_um 6400 \
    cp-end-kind "output pin" \
    cts.sinks 10 \
    setup_violations 0 \
    cts_resized 2 \
    crit_slowest_cell "fa_1" \
    worstPathCellList "fa_1, inv_2, fa_1, inv_1, dlygate4sd2_1" \
    die_h_microns 80 \
    num_rows 21 \
    finalClockSkew_ns 0.000566 \
    p_switching_mw 0.0675 \
    areaGrowthSynthToFinish_pct 40.8 \
    first_iter_violations 2 \
    antenna_found_initial 0 \
    cp_max_fo 1 \
    synthTopCellsByArea "dfrtp_1 (68%), fa_1 (16%), inv_1 (8.2%)" \
    yosys_cells 25 \
    drc 0 \
    final_area_sq_um 514 \
    fin_hold_ws_ns 0.345 \
    worst-path-stages 5 \
    startpoint_type "flip-flop" \
    clockPowerShare 0.289 \
    crit_start "par_prods[0]$_DFF_PN0_" \
    crit_path_end "outp" \
    hold_buffers 0 \
    dp.cells 78 \
    cts_buffers 3 \
    maxCapViolations 0 \
    worstReg2RegStart "par_prods[0]$_DFF_PN0_" \
    finalHoldViolCount 0 \
    syn_area_sq_um 365 \
    path_delay_family "adder cells" \
    critPathKind "flip-flop to output pin" \
    slew_viol_final 0 \
    rsz0062_at_grt "false" \
    combPwrFrac 0.177 \
    coreArea_sq_um 3420 \
    clock_latency_ns 0.25 \
    fp-utilization 0.107 \
    overflow 0 \
    cts_buffer_depth 2 \
    ys_types 4 \
    viasPerCell 2.20 \
    clockRootBuffer "clkbuf_4" \
    hold_class "flip-flop to flip-flop" \
    ff2ff_setup_slack_ns 1.27 \
    p_int_mw 0.247 \
    warnings 25 \
    max_clock_freq_ghz 0.402 \
    power.density_nw_per_um2 612 \
    fin_setup_tns_ns 0 \
    ys_seq_share 0.685 \
    htree_levels 1 \
    worst_pin_slew_ns 0.364 \
    cpPeakStageDelay_ns 0.55 \
    ys_ff 10 \
    cp_data_arrival_time_ns 1.95 \
    io-pin-count 8 \
]
## final cells by class
type,instances,area share
flip-flops and latches,10,0.487
multi-input cells,7,0.165
repair buffers,7,0.134
well taps,46,0.112
inverters,8,0.0584
clock buffers,3,0.0438
## cell usage in the layout (no fill, tap or decap)
cell	instances
dfrtp_1	10
inv_1	7
clkdlybuf4s50_1	6
and2_1	4
fa_1	3
clkbuf_4	3
inv_2	1
dlygate4sd2_1	1
## kinds of logic (layout without fill, tap and decap cells)
group	after synthesis	in the layout	synth area share
adder cells (fa/ha/maj)	3	3	0.164
buffers and inverters	8	18	0.0822
flip-flops	10	10	0.685
AND/OR/NAND/NOR	4	4	0.0685
## power groups by stage
stage / sequential, mW / clock, mW / combinational [mW]
finish: 0.168 / 0.0908 / 0.0558
global route: 0.170 / 0.102 / 0.0705
CTS: 0.168 / 0.0956 / 0.0590
## per-layer routing
metal / track usage / vias up / wire, microns
li1: - / 88 / -
met1: 0.0247 / 81 / 230
met2: 0.0177 / 9 / 164
met3: 0.0136 / 0 / 51
met4: 0 / 0 / 0
met5: 0 / - / 0
## stage by stage
step | utilization | worst slack (ns)
2_1_floorplan | - | 0.716
3_3_place_gp | 0.144 | 0.234
3_5_place_dp | 0.144 | 0.234
4_1_cts | 0.151 | 0.183
5_1_grt | 0.151 | 0.129
6_report | 0.151 | 0.214
## state kept, by name, summed over array words and instances, names as in the netlist
signal and count:
carryin0 1, carryin1 1, inp1_regc2 1, carryin2 1, inp1_regc1 1, par_prods 4, inp1_regc3 1
## worst reg2reg max path, cell delays in order (launching register included)
cell and delay, ns:
dfrtp_1 0.38, fa_1 0.55, inv_2 0.04, fa_1 0.34
inv_1 0.06
## synthesized netlist by cell type
cell type   n
fa_1        3
and2_1      4
inv_1       8
dfrtp_1    10
## worst min path at each step
stage                         from                endpoint  slack (ns)  depth (start not counted)
finish        inp1_regc3$_DFF_PN0_  par_prods[3]$_DFF_PN0_        0.35                          0
global route  inp1_regc3$_DFF_PN0_  par_prods[3]$_DFF_PN0_        0.35                          0
CTS           inp1_regc3$_DFF_PN0_  par_prods[3]$_DFF_PN0_        0.35                          0
Power figures rest on the tool's default switching activity, not on a simulated workload.
