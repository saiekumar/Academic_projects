==> design.v <==
`timescale 1ns / 1ps
module ffamuldivinv(
 input              reset,
 input              clock,
 input      [7:0]   inp_operA,
 input      [7:0]   inp_operB,
 input      [2:0]   op_sel,
 output reg         busy,
 output reg [7:0]   oup_operC );
 reg                op_done;         
 reg                inv_op_start;
 reg        [8:0]   inv_oper1;
 reg        [8:0]   inv_oper2;
 reg        [8:0]   inv_oper3;
 reg        [8:0]   inv_oper4;
 reg        [8:0]   inv_rem;
 reg        [8:0]   inv_quot;
 reg        [8:0]   inv_mul;
 reg        [7:0]   inp_reg;
 always @(*)
 begin
    if(reset == 0)   
    begin
        oup_operC = 0;
        busy      = 0;
        inp_reg   = 0;
    end
    else
    begin
        busy    =   0;
        inp_reg =   0;
        case(op_sel)
            0 : oup_operC = inp_operA ^ inp_operB;                       
            1 : oup_operC = inp_operA ^ inp_operB;                       
            2 : oup_operC = finitefieldarth_mul(inp_operA, inp_operB);   
            3 : oup_operC = finitefieldarth_div(inp_operA, inp_operB);   
            4 :
            begin
                if(op_done == 1'b0)
                begin
                    busy      = 1'b1;
                    oup_operC = 8'h0;
                    inp_reg   = inp_operA;
                end
                else
                begin
                    busy      =   1'b0;
                    oup_operC =   inv_mul;
                    inp_reg   =   0;
                end
            end 
        default:oup_operC = inp_operA ^ inp_operB;                       
        endcase
    end
 end
 always @(posedge clock or negedge reset)
 begin
    if(reset == 0)
    begin
        inv_oper1   =   0;
        inv_oper2   =   0;
        inv_oper3   =   0;
        inv_oper4   =   0;
        inv_op_start=   0;
        inv_quot    =  9'h0;
        inv_rem     =  9'h0;
        inv_mul     =  9'h0;    
        op_done     =   0;
    end
    else
    begin
        if((busy == 1'b1) & (op_done == 1'b0) & (inv_op_start == 1'b0))
        begin
            inv_oper1       =  9'b100011011;
            inv_oper2       =  {1'b0, inp_reg};
            inv_oper3       =  9'h0;
            inv_oper4       =  9'h1;
            inv_quot        =  9'h0;
            inv_rem         =  9'h0;
            inv_mul         =  9'h0;    
            inv_op_start    =  1'b1; 
        end
        else
        begin
            if(inv_oper2 != 0)
            begin
                {inv_quot, inv_rem} = finitefieldarth_div(inv_oper1, inv_oper2);    
                inv_oper1           = inv_oper2;
                inv_oper2           = inv_rem;
                if(inv_rem != 0)
                begin
                    inv_mul     = inv_oper3 ^ (finitefieldarth_mul(inv_oper4, inv_quot));  
                    inv_oper3   = inv_oper4;
                    inv_oper4   = inv_mul;
                end
            end
            else if(inv_op_start)
            begin
                inv_op_start    =   1'b0;
                op_done         =   1'b1;
            end
            else
                op_done         =   1'b0;
        end
    end
 end
 function [7:0] finitefieldarth_mul;
    input [7:0] operA;         
    input [7:0] operB;
    reg [8:0] mul_temp;
    reg [3:0] counter;
    reg [7:0] op_temp;
    begin
        mul_temp  = {1'b0, operA};                               
        op_temp   = 0;
        for(counter = 0; counter < 8; counter = counter + 1)     
        begin
            if(operB[counter])
                op_temp = op_temp ^ mul_temp[7:0];
            else
                op_temp = op_temp;
            mul_temp = mul_temp << 1;
            if(mul_temp[8])                                     
                mul_temp = mul_temp ^ 9'h11B;
            else
                mul_temp = mul_temp;
        end
        finitefieldarth_mul = op_temp;
    end
 endfunction
 function [17:0] finitefieldarth_div;   
    input [8:0] operdA;
    input [8:0] operdB;
    reg  [8:0] quotient;
    reg  [8:0] remainder;
    reg  [8:0] temp_result;
    reg  [3:0] degA;
    reg  [3:0] degr;
    reg  [3:0] div_count;
    reg  [3:0] deg_count;
    begin
        quotient  = 8'h0;
        remainder = operdA;
        for(div_count = 0; div_count < 8 ; div_count = div_count + 1)            
        begin                                                                    
            deg_count = (polytoleadterm(remainder) - polytoleadterm(operdB));
            if(polytoleadterm(remainder) >= polytoleadterm(operdB))               
            begin
                temp_result  = leadtermtopoly(deg_count);
                quotient     = quotient ^ temp_result;
                remainder    = remainder ^ (operdB << deg_count);
            end
            else
            begin
                temp_result  = temp_result;
                quotient     = quotient;
                remainder    = remainder;
            end
        end
        finitefieldarth_div = {quotient, remainder};  
    end
 endfunction
 function [3:0] polytoleadterm;   
    input [8:0] operlA;
    begin
        casez (operlA)
            9'b1???????? : polytoleadterm = 4'h9;
            9'b01??????? : polytoleadterm = 4'h8;
            9'b001?????? : polytoleadterm = 4'h7;
            9'b0001????? : polytoleadterm = 4'h6;
            9'b00001???? : polytoleadterm = 4'h5;
            9'b000001??? : polytoleadterm = 4'h4;
            9'b0000001?? : polytoleadterm = 4'h3;
            9'b00000001? : polytoleadterm = 4'h2;
            9'b000000001 : polytoleadterm = 4'h1;
            default      : polytoleadterm = 4'h0;
        endcase
    end
 endfunction
 function [8:0] leadtermtopoly;  
    input [3:0] operlA;
    begin
        case (operlA)
            4'h8 : leadtermtopoly = 9'b100000000;
            4'h7 : leadtermtopoly = 9'b010000000;
            4'h6 : leadtermtopoly = 9'b001000000;
            4'h5 : leadtermtopoly = 9'b000100000;
            4'h4 : leadtermtopoly = 9'b000010000;
            4'h3 : leadtermtopoly = 9'b000001000;
            4'h2 : leadtermtopoly = 9'b000000100;
            4'h1 : leadtermtopoly = 9'b000000010;
            4'h0 : leadtermtopoly = 9'b000000001;
            default : leadtermtopoly= 9'b000000000;
        endcase
    end
 endfunction
endmodule
==> run.sh <==
#!/bin/bash
# OpenROAD 26Q1-2900-gdf79404cd8, Yosys 0.63+post, stock flow scripts
make -C /OpenROAD-flow-scripts/flow DESIGN_CONFIG=/design/flow/config.mk WORK_HOME=/design/flow/orfs finish
==> config.mk <==
export PLATFORM = sky130hd
export DESIGN_NAME = ffamuldivinv
export DESIGN_NICKNAME = ffamuldivinv
export VERILOG_FILES = /design/flow/design.v
export SDC_FILE = /design/flow/constraint.sdc
export NUM_CORES = 4
export LEC_CHECK = 1
export CORE_UTILIZATION = 40
==> constraint.sdc <==
current_design ffamuldivinv

set clk_period 27.4
set clk_io_pct 0.2

create_clock -name clk0 -period $clk_period [get_ports {clock}]

set non_clock_inputs [all_inputs -no_clocks]
set_input_delay [expr $clk_period * $clk_io_pct] -clock clk0 $non_clock_inputs
set_output_delay [expr $clk_period * $clk_io_pct] -clock clk0 [all_outputs]
==> metrics.txt <==
# HELP chip_impl_metric Implementation results
# TYPE chip_impl_metric gauge
chip_impl_metric{name="yosys.area_share.aoi",unit="%"} 20.9
chip_impl_info{name="synth_top_cell_by_count",value="sky130_fd_sc_hd__nand2_1"} 1
chip_impl_metric{name="via_count",unit=""} 16731
chip_impl_info{name="timing.critical_path.from_type",value="primary input"} 1
chip_impl_metric{name="hold_violations",unit=""} 0
chip_impl_metric{name="grt.met1_usage",unit="%"} 36.9
chip_impl_metric{name="area_growth_syn_to_layout",unit="%"} 27.9
chip_impl_metric{name="initial_antenna_violation_count",unit=""} 0
chip_impl_metric{name="die_h",unit="um"} 203
chip_impl_metric{name="max-cap-violations",unit=""} 0
chip_impl_metric{name="critical_path_peak_fanout",unit=""} 8
chip_impl_metric{name="yosys.area_share.adder",unit="%"} 7.56
chip_impl_metric{name="drc",unit=""} 0
chip_impl_metric{name="syn-cell-area",unit="um^2"} 16200
chip_impl_metric{name="ant_nets_after_route",unit=""} 0
chip_impl_metric{name="critPathArrivalTime",unit="ns"} 23.99
chip_impl_metric{name="tool_warning_count",unit=""} 32
chip_impl_metric{name="viasPerCell",unit=""} 5.65
chip_impl_metric{name="dp_worst_setup_slack",unit="ns"} -3.29
chip_impl_metric{name="grt_pass1_wl",unit="um"} 85300
chip_impl_metric{name="antenna_cells",unit=""} 0
chip_impl_metric{name="post_synth_num_cell_types",unit=""} 100
chip_impl_metric{name="crit_path_max_incr_delay",unit="ns"} 0.62
chip_impl_metric{name="detailedPlacementHpwl",unit="um"} 39200
chip_impl_metric{name="synth-seq-cells",unit=""} 37
chip_impl_metric{name="worst_pin_slew",unit="ns"} 0.902
chip_impl_info{name="library_cell_occupying_the_most_area_in_the_post_synthesis_netlist",value="sky130_fd_sc_hd__xnor2_1"} 1
chip_impl_metric{name="syn-instance-count",unit=""} 2185
chip_impl_metric{name="synth_chip_area",unit="um^2"} 16200
chip_impl_info{name="violations_in_the_final_reports",value="negative setup slack"} 1
chip_impl_metric{name="worstPathRequired",unit="ns"} 21.92
chip_impl_info{name="grt_busiest_layer",value="met2"} 1
chip_impl_metric{name="htree_levels",unit=""} 2
chip_impl_metric{name="drive_gt1_share",unit="%"} 30.0
chip_impl_metric{name="timing.max_slew.rel_slack",unit="%"} 39.4
chip_impl_metric{name="synth_async_sr_flop_share",unit="%"} 100
chip_impl_metric{name="post_synth_xor_area_fraction",unit="%"} 25.9
chip_impl_metric{name="final_cell_area",unit="um^2"} 20700
chip_impl_info{name="logic_family",value="XOR/XNOR gates"} 1
chip_impl_metric{name="pin_count_of_the_biggest_net_entering_global_routing",unit=""} 47
chip_impl_metric{name="width_of_the_chip",unit="um"} 203
chip_impl_metric{name="final-max-slew-violation-count",unit=""} 0
chip_impl_metric{name="clock_insertion_delay_worst_skew",unit="ns"} 0.28
chip_impl_info{name="unrepaired_setup_endpoints_after_global_routing",value="yes"} 1
chip_impl_info{name="ys.flop_type",value="sky130_fd_sc_hd__dfrtp_1"} 1
chip_impl_metric{name="cts.sinks",unit=""} 37
chip_impl_metric{name="port_buffers",unit=""} 29
chip_impl_metric{name="io_pins",unit=""} 30
chip_impl_metric{name="finalClockSkew",unit="ns"} 0.00434
chip_impl_metric{name="firstDrtPassIters",unit=""} 5
chip_impl_metric{name="cts_hold_buffers",unit=""} 0
chip_impl_metric{name="post-route-period-util",unit="%"} 108
chip_impl_metric{name="synth_seq_share",unit="%"} 5.73
chip_impl_metric{name="global_route.usage.total",unit="%"} 26.4
chip_impl_metric{name="syn-mean-instance-area",unit="um^2"} 7.40
chip_impl_metric{name="synth.cellmix.simpleShare",unit="%"} 22.2
chip_impl_info{name="worstSetupPathType",value="in2out"} 1
chip_impl_metric{name="grtUsageMet2",unit="%"} 43.9
chip_impl_info{name="top_cells_by_count",value="268 x sky130_fd_sc_hd__nand2_1, 233 x sky130_fd_sc_hd__xnor2_1, 202 x sky130_fd_sc_hd__nor2_1, 176 x sky130_fd_sc_hd__a21oi_1, 127 x sky130_fd_sc_hd__xor2_1"} 1
chip_impl_metric{name="clk_pin_slew",unit="ns"} 0.06
chip_impl_info{name="area_leaders",value="sky130_fd_sc_hd__xnor2_1 13%, sky130_fd_sc_hd__xor2_1 6.9%, sky130_fd_sc_hd__nand2_1 6.2%, sky130_fd_sc_hd__dfrtp_1 5.7%, sky130_fd_sc_hd__ha_1 5.6%"} 1
chip_impl_info{name="hp-class",value="reg2reg"} 1
chip_impl_metric{name="number_of_buffers_between_clock_root_and_the_deepest_sink",unit=""} 2
chip_impl_metric{name="synth-warning-count",unit=""} 1
chip_impl_metric{name="final.setup.worst_slack",unit="ns"} -2.07
chip_impl_metric{name="post_drt_wl_per_cell",unit="um"} 18.1
chip_impl_info{name="tritoncts",value="built"} 1
chip_impl_metric{name="ys_cells",unit=""} 2185
chip_impl_info{name="timing.critical_path.slowest_stage_cell",value="sky130_fd_sc_hd__fa_2"} 1
chip_impl_info{name="outcome",value="finished, violations left"} 1
chip_impl_metric{name="fmax",unit="MHz"} 33.9
chip_impl_metric{name="final.min_clock_period",unit="ns"} 29.47
chip_impl_info{name="cts_root_buffer",value="sky130_fd_sc_hd__clkbuf_16"} 1
chip_impl_metric{name="fp_util",unit="%"} 40.6
chip_impl_info{name="critPathMostFrequentCell",value="sky130_fd_sc_hd__a21oi_2"} 1
chip_impl_metric{name="globalRouteOverflowTotal",unit=""} 0
chip_impl_metric{name="design.core.area",unit="um^2"} 39800
chip_impl_metric{name="chipArea",unit="um^2"} 41200
chip_impl_metric{name="floorplan.rows",unit=""} 73
chip_impl_metric{name="via_count_of_the_first_global_routing_pass",unit=""} 15948
chip_impl_info{name="end_kind",value="output pin"} 1
chip_impl_metric{name="ys_sh_mux",unit="%"} 12.0
chip_impl_metric{name="finalSetupViolations",unit=""} 8
chip_impl_metric{name="cts-buffers-inserted",unit=""} 5
chip_impl_metric{name="synth-edff-count",unit=""} 0
chip_impl_metric{name="synth_largest_type_area_fraction",unit="%"} 12.6
chip_impl_metric{name="routability_driven_placement_congestion_ratio",unit=""} 0.988
chip_impl_metric{name="grt_util_met3",unit="%"} 3.23
chip_impl_metric{name="postRouteWirelength",unit="um"} 53600
chip_impl_metric{name="post_dp_cell_area",unit="um^2"} 19100
chip_impl_metric{name="drt-initial-drc-count",unit=""} 1123
[state kept, by name, indices dropped and copies added (netlist names)]
signal,cells
inv_oper1,9
inv_oper2,9
inv_oper3,8
inv_oper4,8
inv_mul,1
inv_op_start,1
op_done,1
[cell usage in the layout (no fill, tap or decap), drive strengths merged, types with 27 or more instances in the layout]
cell / n
buf: 373
nand3: 38
nor2b: 40
a211oi: 30
nor3: 56
mux2: 30
inv: 61
nand2: 269
nor2: 203
xor2: 132
mux2i: 86
o21ai: 128
mux4: 33
a21oi: 176
ha: 72
o211ai: 27
dfrtp: 37
xnor2: 241
[per-stage QoR]
stage	cells	TNS [ns]	utilization (%)	hold WS, ns
global route	2962	-23.11	51.9	0.543
CTS	2938	-14.07	50.4	0.519
detailed placement	2885	-25.30	47.9	0.505
floorplan	2185	-11.26	-	0.477
finish	2962	-15.12	51.9	0.515
global placement	2885	-25.88	47.9	0.497
[worst max-delay path, delay by kind of cell]
family | cells | cell delay, ns
multiplexers | 6 | 2.19
AND/OR/NAND/NOR | 24 | 2.90
buffers and inverters | 22 | 2.27
AND-OR/OR-AND | 29 | 4.11
XOR/XNOR | 13 | 2.72
adder cells (fa/ha/maj) | 14 | 4.32
[final timing paths]
check / slack, ns / endpoint / cells past startpoint / from
hold / removal: 0.51 / inv_op_start$_DFFE_PN0P_ / 1 / inv_op_start$_DFFE_PN0P_
min in group asynchronous: 5.27 / inv_oper3[1]$_DFFE_PN0P_ / 2 / reset
max in group asynchronous: 21.76 / inv_oper4[4]$_DFFE_PN0P_ / 2 / reset
setup / recovery: -2.07 / oup_operC[3] / 108 / inp_operA[6]
setup reg to reg: 1.89 / inv_oper4[3]$_DFFE_PN0P_ / 95 / inv_oper2[5]$_DFFE_PN0N_
hold reg to reg: 0.51 / inv_op_start$_DFFE_PN0P_ / 1 / inv_op_start$_DFFE_PN0P_
[repair_timing]
item / CTS / global route
cloned: 1 / 1
pin swaps: 79 / 59
setup endpoints to repair: 8 / 26
setup buffers: 44 / 23
gates resized: 173 / 116
[routing by layer]
layer,wire length [um],share of wire (%),vias to the layer above
met5,0,0,-
met4,1530,2.9,0
met3,2830,5.3,88
met2,25100,47,516
met1,24100,45,7915
li1,-,-,8212
[layout make-up]
type	count	area [um^2]
clock buffers	6	139
clock inverters	2	37.5
fillers	3608	19200
inverters	65	272
multi-input cells	1937	15600
flip-flops and latches	37	926
well taps	525	657
repair buffers	390	3040
[logic make-up (layout without fill, tap and decap cells)]
kind of cell    Yosys count  count (layout)
flops                    37              37
buf+inv                 211             463
mux                     149             149
simple gates            761             761
compound gates          531             531
fa+ha+maj                88              88
xor+xnor                408             408
